$ cat design/flow/design.v
module ProgramCounter(
  input               clk,
  input               reset,
  input [31:0]        dataIn,
  input               writeEnable,
  input               increment,
  output wire [31:0]  currentPc,
  output reg  [31:0]  prevPc
);
  reg [31:0] pc = 0;
  always @(posedge clk)
  begin
    if (reset)
      pc <= 0;
    else begin
      if (writeEnable)
      begin
        pc <= dataIn;
        prevPc <= pc;
      end
      else
      if (increment)
      begin
        pc <= pc + 4;
        prevPc <= pc;
      end
    end
  end
  assign currentPc = pc;
endmodule
$ cat design/flow/run.sh
#!/bin/bash
# OpenROAD 26Q1-2900-gdf79404cd8, Yosys 0.63+post, stock flow scripts
make -C /OpenROAD-flow-scripts/flow DESIGN_CONFIG=/design/flow/config.mk WORK_HOME=/design/flow/orfs finish
$ cat design/flow/config.mk
export PLATFORM = sky130hd
export DESIGN_NAME = ProgramCounter
export DESIGN_NICKNAME = ProgramCounter
export VERILOG_FILES = /design/flow/design.v
export SDC_FILE = /design/flow/constraint.sdc
export NUM_CORES = 4
export LEC_CHECK = 1
export CORE_UTILIZATION = 50
$ cat design/flow/constraint.sdc
current_design ProgramCounter

set clk_period 4.8
set clk_io_pct 0.2

create_clock -name clk0 -period $clk_period [get_ports {clk}]

set non_clock_inputs [all_inputs -no_clocks]
set_input_delay [expr $clk_period * $clk_io_pct] -clock clk0 $non_clock_inputs
set_output_delay [expr $clk_period * $clk_io_pct] -clock clk0 [all_outputs]
==> changes_impl.md <==
## Implementation

- Outcome: finished clean
- First-pass GRT wire length: ~9000 µm
- AO/OA Area Share: a little over an eighth
- CP bufs+invs: 1
- Clock root cell: clkbuf_8
- DR iter-0 viols: about 220
- Final GP Congestion: roughly 0.79
- Comb power frac: between 10% and 20%
- Final WS setup: ~1500 ps
- # DRC: 0
- Total grt overflow: 0
- Psw: around 0.26 mW
- IO Port Bufs: 99
- Met2 Use GR: ~31%
- DIE AREA: ~5700 µm²
- Drt pass-1 iters: 4
- Synth cell types: 33
- Worst reg-to-reg path cell count: 4
- Clock power share: approximately a third
- Layout cells sized above 1: ~6%
- Post-detailed-route count of antenna-violating nets: 0
- WL/cell: about 13 µm
- Sequential area share after synthesis: 59.1%
- TritonCTS buffer count: 9
- Cycle use final: between 60% and 70%
- Post CTS Setup Buffer Count: 0
- Flop pwr share: between 50% and 60%
- Clock Pin Slew Worst Setup and Hold Paths: ~60 ps
- Yosys chip area: roughly 2700 µm²
- Static Leak: roughly 1.3 nW
- Top Layout Cells: clkdlybuf4s50_1 (99), dfxtp_1 (32), edfxtp_1 (32), nor2_1 (29), a311oi_1 (13)
- Grt met1 use: a little under two fifths
- PwrDens: approximately 300 nW/µm²
- Count of pins over their slew limit: 0
- Ys flops: ~64
- Crit path max fanout: 15
- Tool warnings: 26
- Ant diodes: 0
- CORE AREA: 5170 µm²
- Final Critical Period: roughly 3300 ps
- Late-Pin Clk Latency: about 320 ps
- RSZ-0062 raised after global routing: no
- Mapped Avg Cell Area: roughly 11 µm²
- CTS tree: yes
- Adder Share, Synth: less than 1%
- Xor+xnor area frac: between 3 and 4%
- Startpoint Class: input port
- Post-cts sizing count: 0
- Initial antenna violation count: 0
- Standard-cell rows: 26
- Worst Hold Path Cells: 0
- Pint: 0.913 mW
- Clock Sinks: ~64
- Switching part of the total: between 20 and 25%
- Largest net degree at the start of global routing: around 40
- Req. time, crit path: approximately 5000 ps
- Worst slew pin tran: 490 ps
- FP Util: a little over half
- Die Ht: ~76 µm
- Cell family with most CP delay: simple AND/OR/NAND/NOR gates
- Cell Chain, Critical Path: clkdlybuf4s50_1 -> nand4_1 -> or3_1 -> or4_1 -> a311oi_1
- CP Depth: 5
- Die width: around 76 µm
- Boundary pin count: 100
- Worst EP arrival: between 3000 and 4000 ps
- Yosys Instances: between 200 and 250
- Slew margin rel.: about two thirds
- GRT Resource Usage Total: about 22%
- Mux area share: under 10%
- YS warnings: 1
- Pre-CTS WS: 1170 ps
- CP max stage delay: roughly 710 ps
- Clock skew: 5.98 ps
- Synthesized area: approximately 2700 µm²
- Final wirelength: between 5000 and 6000 µm
- Peak VDD IR: around 180 µV
- Crit. End Element: flop
- Vias in the first global route: a little under 2000
- Setup tns final: 0 ps
- Commonest Layout Cell: clkdlybuf4s50_1
- Hold Vio Cnt, Final: 0
- Max frequency: 304 MHz
- # Max-Cap Violations: 0
- Type of the worst min-delay path: flop to flop
- CP max stage cell: or3_1
- Number of vias per cell: 5.33
- GR peak layer: met1
- Max H-tree Level: 3
- # setup viols final: 0
- Bufs on Longest Clock Path: 2
- HPWL Detailed: approximately 3800 µm
- Simple share: about 18%
- Mapped Cells: about 250
- Area grow syn2layout: 44.6%
- Crit Path Category: input port to flop
- Top logic family: simple AND/OR/NAND/NOR gates
- Filler cells: about 360
- # hold bufs at CTS: 0
- GRT met3 Usage: under 10%
- Via Count: between 2000 and 2500
[Yosys cell counts (all sizes together)]
| library cell | n | area, µm² |
|---|---|---|
| dfxtp | 32 | 641 |
| edfxtp | 32 | 961 |
| nor2 | 30 | 113 |
| a311oi | 13 | 114 |
| clkbuf | 13 | 48.8 |
| or4 | 13 | 105 |
| nand2 | 12 | 45.0 |
| o31ai | 10 | 75.1 |
| a211oi | 9 | 67.6 |
| nand4 | 9 | 62.6 |
| inv | 8 | 30.0 |
| or3 | 8 | 50.1 |
| xnor2 | 8 | 70.1 |
| nand3 | 7 | 35.0 |
| o21ai | 6 | 30.0 |
| a21oi | 5 | 25.0 |
| mux2i | 4 | 40.0 |
| nor4 | 4 | 25.0 |
| xor2 | 4 | 35.0 |
| buf | 3 | 17.5 |
| nor3 | 3 | 15.0 |
| o21bai | 3 | 22.5 |
| a31oi | 2 | 12.5 |
| o31a | 2 | 17.5 |
| or2 | 2 | 12.5 |
| and3 | 1 | 6.26 |
| and4 | 1 | 8.76 |
| clkinv | 1 | 3.75 |
| ha | 1 | 12.5 |
| nor3b | 1 | 7.51 |
[flip-flops by register name, summed over array words and instances (netlist names)]
name and count:
pc 32, prevPc 32
[metrics by stage]
step           cells  area (µm²)  hold slack [ps]  power (mW)  util, %
4_1_cts          419        3920              468        1.19     75.7
6_report         419        3920              468        1.18     75.7
3_5_place_dp     403        3750              452       0.804     72.5
5_1_grt          419        3920              481        1.23     75.7
3_3_place_gp     403        3750              445       0.802     72.5
2_1_floorplan    247        2710              408       0.693        -
[path summary, 6_finish.rpt]
kind	from	slack, ps	endpoint
max reg2reg	pc[6]	2390	pc[31]
min reg2reg	pc[1]	470	prevPc[1]
min	pc[1]	470	prevPc[1]
max	increment	1510	pc[31]
[worst register-to-register path, stage by stage (launching register included)]
cell and delay, ps:
dfxtp_1 420, nand4_1 410, or3_1 710, or4_1 540, a311oi_1 240
[metal layers]
| layer | part of all wire [%] | wire length [µm] |
|---|---|---|
| met5 | 0 | 0 |
| met4 | 0.78 | 44 |
| met3 | 7.5 | 423 |
| met2 | 43 | 2400 |
| met1 | 49 | 2770 |
[cells by family after synthesis]
family / after synthesis
simple gates: 91
xor+xnor: 12
buf+inv: 25
mux: 4
flops: 64
fa+ha+maj: 1
compound gates: 50
[cell type report]
| class | count | area [µm²] | share of cell area (%) |
|---|---|---|---|
| Clock buffer | 12 | 145 | 3.71 |
| Clock inverter | 4 | 20.0 | 0.511 |
| Inverter | 9 | 33.8 | 0.863 |
| Multi-Input combinational cell | 158 | 1010 | 25.9 |
| Sequential cell | 64 | 1600 | 40.9 |
| Tap cell | 70 | 87.6 | 2.24 |
| Timing Repair Buffer | 102 | 1010 | 25.9 |
[power groups by stage]
stage / Combinational (mW) / Sequential (mW) / Clock, mW
after CTS: 0.146 / 0.647 / 0.393
after global routing: 0.162 / 0.653 / 0.414
final: 0.144 / 0.647 / 0.385
Power figures rest on the tool's default switching activity, not on a simulated workload.
